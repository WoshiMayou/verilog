==> design.v <==
module BlockController #(
   parameter AREA_ROW = 32,
   parameter AREA_COL = 16,
   parameter ROW_ADDR_W = 5,
   parameter COL_ADDR_W = 4
) (
   input                            clk,
   input                            rstn,
   input                            pressed_left,   
   input                            press_left_enable,
   input                            pressed_right,  
   input                            press_right_enable,
   input                            pressed_up,     
   input                            pressed_down,   
   input                            press_down_enable,
   input                            pressed_switch,
   input                            pressed_fall_down,
   input                            pressed_reserverd, 
   output                           falling_update, 
   output   [ROW_ADDR_W-1:0]        mv_blk_row,     
   output   [COL_ADDR_W-1:0]        mv_blk_col,     
   output   [15:0]                  mv_blk_data,    
   input                            mv_down_enable, 
   output   [ROW_ADDR_W-1:0]        tst_blk_row,    
   output   [COL_ADDR_W-1:0]        tst_blk_col,    
   output   [15:0]                  tst_blk_data,   
   input                            tst_blk_overl   
);
reg [15:0] BLK_0 = {
   4'b0_0_0_0,
   4'b0_1_1_0,
   4'b0_1_1_0,
   4'b0_0_0_0
};
reg [15:0] BLK_1 = {
   4'b0_0_0_0,
   4'b0_0_0_0,
   4'b0_0_0_0,
   4'b1_1_1_1
};
reg [15:0] BLK_2 = {
   4'b0_0_0_0,
   4'b0_0_0_0,
   4'b1_1_1_1,
   4'b1_1_1_1
};
reg [15:0] BLK_3 = {
   4'b1_1_1_1,
   4'b1_1_1_1,
   4'b1_1_1_1,
   4'b1_1_1_1
};
reg [15:0] BLK_4 = {
   4'b1_1_1_1,
   4'b1_0_0_1,
   4'b1_0_0_1,
   4'b1_1_1_1
};
reg [2:0] nxt_blk_idx = 3'd4;
reg [15:0] nxt_blk_data;
always @(posedge clk) begin
    if (~rstn) begin
        nxt_blk_idx <= 3'd4;
    end else begin
        nxt_blk_idx <= {nxt_blk_idx[1:0], nxt_blk_idx[2] ^ nxt_blk_idx[1]};
    end
end
always @(*) begin
   case(nxt_blk_idx)
      3'd0: nxt_blk_data = BLK_0;
      3'd1: nxt_blk_data = BLK_1;
      3'd2: nxt_blk_data = BLK_2;
      3'd3: nxt_blk_data = BLK_3;
      3'd4: nxt_blk_data = BLK_4;
      3'd5: nxt_blk_data = BLK_0;
      3'd6: nxt_blk_data = BLK_1;
      3'd7: nxt_blk_data = BLK_2;
      default: nxt_blk_data = BLK_0;
   endcase
end 
reg [ROW_ADDR_W-1:0] tst_blk_row_r;
reg [COL_ADDR_W-1:0] tst_blk_col_r;
reg [15:0] tst_blk_data_r;
assign tst_blk_row = tst_blk_row_r;
assign tst_blk_col = tst_blk_col_r;
assign tst_blk_data = tst_blk_data_r;
always @(posedge clk) begin
   tst_blk_row_r= mv_blk_row_r+1;
   tst_blk_col_r = mv_blk_col_r;
   tst_blk_data_r <= mv_blk_data_r;
end 
reg tst_blk_tocheck = 1'b0; 
reg falling_update_r = 1'b0;  
reg [ROW_ADDR_W-1:0] mv_blk_row_r;
reg [COL_ADDR_W-1:0] mv_blk_col_r;
reg [15:0] mv_blk_data_r;
assign falling_update = falling_update_r;
assign mv_blk_row = mv_blk_row_r;
assign mv_blk_col = mv_blk_col_r;
assign mv_blk_data = mv_blk_data_r;
always @(posedge clk) begin
   if (~rstn) begin
      falling_update_r <= 1'b0;
      mv_blk_row_r <= 0;
      mv_blk_col_r <= (AREA_COL >> 1) - 2;
      mv_blk_data_r <= nxt_blk_data;
   end 
   else if (falling_update) begin
      if (~mv_down_enable) begin
         mv_blk_row_r <= 0;
         mv_blk_col_r <= (AREA_COL >> 1) - 2;
         mv_blk_data_r <= nxt_blk_data;
         falling_update_r <= 1'b0;
      end 
      else if (mv_blk_row_r == {ROW_ADDR_W{1'b1}}) begin
         falling_update_r <= 1'b0;
      end 
      else begin
         mv_blk_row_r <= mv_blk_row_r + 1;
         falling_update_r <= (mv_blk_row_r == {ROW_ADDR_W{1'b1}}) ? 1'b0: 1'b1; 
      end 
   end 
   else if (pressed_fall_down) begin
      falling_update_r <= 1'b1;
   end 
   else if (pressed_up) begin
         mv_blk_data_r <= {
            mv_blk_data_r[12],mv_blk_data_r[8],mv_blk_data_r[4],mv_blk_data_r[0],
            mv_blk_data_r[13],mv_blk_data_r[9],mv_blk_data_r[5],mv_blk_data_r[1],
            mv_blk_data_r[14],mv_blk_data_r[10],mv_blk_data_r[6],mv_blk_data_r[2],
            mv_blk_data_r[15],mv_blk_data_r[11],mv_blk_data_r[7],mv_blk_data_r[3]
         };
   end 
   else if (pressed_down) begin
         if(press_down_enable)begin
            mv_blk_row_r <= mv_blk_row_r + 1;
         end
   end 
   else if (pressed_left) begin
      if(press_left_enable)begin
         if(mv_blk_col_r>0)
            mv_blk_col_r <= mv_blk_col_r - 1;
      end 
   end 
   else if (pressed_right) begin
      if(press_right_enable)begin
         if(mv_blk_col_r<(AREA_COL - 3))
            mv_blk_col_r <= mv_blk_col_r + 1;
      end
   end 
   else if (pressed_switch) begin
      mv_blk_data_r <= nxt_blk_data;
   end
end
endmodule
==> run.sh <==
#!/bin/bash
# OpenROAD 26Q1-2900-gdf79404cd8, Yosys 0.63+post, stock flow scripts
make -C /OpenROAD-flow-scripts/flow DESIGN_CONFIG=/design/flow/config.mk WORK_HOME=/design/flow/orfs finish
==> config.mk <==
export PLATFORM = sky130hd
export DESIGN_NAME = BlockController
export DESIGN_NICKNAME = BlockController
export VERILOG_FILES = /design/flow/design.v
export SDC_FILE = /design/flow/constraint.sdc
export NUM_CORES = 4
export LEC_CHECK = 1
export CORE_UTILIZATION = 50
==> constraint.sdc <==
current_design BlockController

set clk_period 3.5
set clk_io_pct 0.2

create_clock -name clk0 -period $clk_period [get_ports {clk}]

set non_clock_inputs [all_inputs -no_clocks]
set_input_delay [expr $clk_period * $clk_io_pct] -clock clk0 $non_clock_inputs
set_output_delay [expr $clk_period * $clk_io_pct] -clock clk0 [all_outputs]
==> impl_metrics.env <==
# source this file to load flow results
export IMPL_status="complete, no violations"
export IMPL_worstSetupStartpointType="input port"
export IMPL_clk_transition_reported_paths_ns=0.09
export IMPL_num_vias=1351
export IMPL_global_route_congestion_overflow_total=0
export IMPL_global_route_usage_total_pct=16.6
export IMPL_worst_ep_arrival_time_ns=2.45
export IMPL_cts_hold_repair_buffers=0
export IMPL_buffer_ports_inserted=62
export IMPL_drc_errors=0
export IMPL_post_place_cells=265
export IMPL_routed_wire_length_um=3130
export IMPL_top_cells_by_count="dfxtp_1, edfxtp_1, o21a_1"
export IMPL_peakVddDrop_v=0.000286
export IMPL_numCtsBuffers=5
export IMPL_synth_yosys_seq_area_share_pct=63.6
export IMPL_clock_latency_late_pin_ns=0.29
export IMPL_finalSetupViolations=0
export IMPL_postLayoutCoreUtil_pct=73.7
export IMPL_grtUsageMet2_pct=26.3
export IMPL_synth_lib_cells_used_distinct=42
export IMPL_synth_seq_cells=54
export IMPL_grt_antenna_before_repair=0
export IMPL_core_footprint_mm2=0.00369
export IMPL_grt_max_degree=19
export IMPL_enable_flop_cells=16
export IMPL_hold_viol=0
export IMPL_synthesis_yosys_warnings=1
export IMPL_drtAntennaViolNets=0
export IMPL_fin_tns_setup_ns=0
export IMPL_horiz_die_dim_um=64.5
export IMPL_io_pins=65
export IMPL_vias_in_the_first_global_route=1176
export IMPL_largest_driver_fanout_on_the_critical_path=7
export IMPL_diodes=0
export IMPL_yosys_cell_count_top_type="dfxtp_1"
export IMPL_post_cts_resized_instances=0
export IMPL_log_warning_count=28
export IMPL_leakagePower_uw=0.00103
export IMPL_rsz_0062_raised_after_global_routing="false"
export IMPL_topCellsByArea="dfxtp_1, edfxtp_1, o21a_1"
export IMPL_cp_end_kind="register"
export IMPL_post_route_period_util_pct=64.6
export IMPL_synth_area_mm2=0.00195
export IMPL_groute_layer_met1_usage_pct=25.9
export IMPL_vias_per_cell=4.95
export IMPL_syn_instance_count=158
export IMPL_yosysCellCount=158
export IMPL_global_route_peak_usage_layer="met2"
export IMPL_yosys_most_used_dff="dfxtp_1"
export IMPL_fraction_of_layout_instances_using_a_drive_strength_above_1_pct=6.22
export IMPL_critical_path_class="input port to register"
export IMPL_asyncSetResetFlopFracSynth_pct=0
export IMPL_cts_root_buffer_cell="clkbuf_8"
export IMPL_max_freq_ghz=0.443
export IMPL_use_met3_pct=3.93
export IMPL_h_tree_depth=2
export IMPL_max_slew_margin_rel_pct=64.9
export IMPL_worst_clock_skew_ns=0.00406
export IMPL_place_congestion=0.773
export IMPL_cap_viol_max_count=0
export IMPL_post_cts_buffers=0
export IMPL_hold_path_class="register to register"
export IMPL_power_density_cell_area_mw_per_mm2=475
export IMPL_hold_worst_slack_ns=0.408
export IMPL_dp_final_hpwl_um=2230
export IMPL_fp_row_count=22
export IMPL_drt_pre_antenna_iters=4
export IMPL_synth_largest_area_cell="dfxtp_1"
export IMPL_fin_cells=273
export IMPL_syn_mean_instance_area_um2=12.3
export IMPL_grt_first_pass_wirelength_um=5140
export IMPL_slew_at_the_pin_closest_to_its_max_slew_limit_ns=0.526
export IMPL_ys_area_mm2=0.00195
export IMPL_timing_max_transition_violations_final=0
export IMPL_die_height_um=64.5
export IMPL_worst_ep_required_time_ns=3.69
export IMPL_flow_area_growth_from_synthesis_pct=39.4
export IMPL_drt_wirelength_per_cell_um=11.5
export IMPL_cts_sinks=54
export IMPL_tritoncts_clock_tree="built"
export IMPL_clk_path_buf_depth=2
export IMPL_dieArea_mm2=0.00416
export IMPL_nFillCells=246
export IMPL_post_synth_top_area_fraction_pct=39.0
export IMPL_initial_core_util_pct=52.9
export IMPL_drtIter0Drc=75
export IMPL_p_total_uw=1290
export IMPL_period_minus_slack_ns=2.26
-- critical path: stages --
cell and delay [ns]:
clkdlybuf4s50_1 0.62, ha_1 0.28, a21o_2 0.21, a21oi_1 0.18, xnor2_1 0.14, o21ai_0 0.09
a31o_1 0.23
-- registers in the layout, summed over array words and instances (netlist names) --
register and count:
tst_blk_data_r 16, tst_blk_row_r 5, tst_blk_col_r 4, falling_update_r 1, mv_blk_data_r 16, nxt_blk_idx 3
mv_blk_col_r 4, mv_blk_row_r 5
-- final timing paths --
kind / start / endpoint / slack [ns] / cells after the start
worst max register to register: mv_blk_row_r[0] / mv_blk_row_r[2] / 1.49 / 8
worst min-delay path: mv_blk_data_r[5] / tst_blk_data_r[5] / 0.41 / 0
worst max-delay path: pressed_left / mv_blk_col_r[3] / 1.24 / 7
worst min register to register: mv_blk_data_r[5] / tst_blk_data_r[5] / 0.41 / 0
-- power breakdown --
group          switching (uW)  internal (uW)
Sequential               39.5            721
Combinational            55.8            154
Clock                     181            141
-- cells in the final DEF (no fill, tap or decap), drive strengths merged, types with 4 or more instances in the layout --
master and n:
clkdlybuf4s50 62, dfxtp 38, edfxtp 16, o21a 12, nor2 10, nor2b 7
nand2 6, nand2b 6, clkbuf 6, inv 4, a21oi 4, ha 4
-- metal layers --
| metal | up-vias | routed length (um) |
|---|---|---|
| met2 | 47 | 1330 |
| met4 | 0 | 52 |
| met5 | - | 0 |
| li1 | 691 | - |
| met1 | 608 | 1550 |
| met3 | 5 | 196 |
-- cell families (layout without fill, tap and decap cells) --
logic type               after synthesis  after routing  share of synthesized area (%)
multiplexers                           3              3                           1.54
AND-OR/OR-AND                         36             36                           13.8
adder cells (fa/ha/maj)                5              5                           3.59
AND/OR/NAND/NOR                       45             45                           13.0
buffers and inverters                  9             76                           1.80
XOR/XNOR                               6              6                           2.69
flip-flops                            54             54                           63.6
-- area by class of cell --
class	count	area (um^2)	area share (%)
clock buffer	6	72.6	2.67
clock inverter	2	13.8	0.506
inverter	4	15.0	0.552
multi-input combinational	95	682	25.1
sequential	54	1240	45.6
tap	48	60.1	2.21
timing repair buffer	64	636	23.4
-- stage by stage --
step	cell area (um^2)	setup slack, ns
after floorplan	1950	0.0543
after global placement	2630	0.948
after detailed placement	2630	0.939
after CTS	2720	1.25
after global routing	2720	1.13
final	2720	1.24
No activity file was given, so power comes from the tool's default toggle rates.
